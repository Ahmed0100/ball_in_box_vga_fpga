### run.sh
#!/bin/bash
# OpenROAD 26Q1-2900-gdf79404cd8, Yosys 0.63+post, stock flow scripts
make -C /OpenROAD-flow-scripts/flow DESIGN_CONFIG=/design/flow/config.mk WORK_HOME=/design/flow/orfs finish
### config.mk
export PLATFORM = sky130hd
export DESIGN_NAME = vga_sync
export DESIGN_NICKNAME = vga_sync
export VERILOG_FILES = /design/flow/design.v
export SDC_FILE = /design/flow/constraint.sdc
export NUM_CORES = 4
export LEC_CHECK = 1
export CORE_AREA = 10 10 104 104
export DIE_AREA = 0 0 114 114
### constraint.sdc
current_design vga_sync

set clk_period 1.3
set clk_io_pct 0.2

create_clock -name clk0 -period $clk_period [get_ports {clk}]

set non_clock_inputs [all_inputs -no_clocks]
set_input_delay [expr $clk_period * $clk_io_pct] -clock clk0 $non_clock_inputs
set_output_delay [expr $clk_period * $clk_io_pct] -clock clk0 [all_outputs]
### design.v
`timescale 1ns / 1ps
module vga_sync(
	input clk,rst_n,  
	output hsync,vsync,
	output reg video_on,
	output[11:0] pixel_x,pixel_y
    );		
	 localparam HD=640,  
					HR=16,  
					HRet=96,  
					HL=48,  
					VD=480,  
					VB=10,  
					VRet=2,  
					VT=33;  
	reg[11:0] vctr_q=0,vctr_d;  
	reg[11:0] hctr_q=0,hctr_d;  
	reg hsync_q=0,hsync_d;  
	reg vsync_q=0,vsync_d;  
   reg      pcount;       
   wire  en = (pcount == 0);
   always @ (posedge clk) pcount <= ~pcount;
   assign   pix_clk = en;
	always @(posedge pix_clk,negedge rst_n) begin
		if(!rst_n) begin
			vctr_q<=0;
			hctr_q<=0;
			vsync_q<=0;
			hsync_q<=0;
		end
		else begin
			vctr_q<=vctr_d;
			hctr_q<=hctr_d;
			vsync_q<=vsync_d;
			hsync_q<=hsync_d;
		end
	end
	always @* begin
		vctr_d=vctr_q;
		hctr_d=hctr_q;
		video_on=0;
		hsync_d=1; 
		vsync_d=1; 
		if(hctr_q==HD+HR+HRet+HL-1) hctr_d=0;  
		else hctr_d=hctr_q+1'b1;
		if(vctr_q==VD+VB+VRet+VT-1) vctr_d=0;  
		else if(hctr_q==HD+HR+HRet+HL-1) vctr_d=vctr_q+1'b1;
		if(hctr_q<HD && vctr_q<VD) video_on=1;  
		if( (hctr_d>=HD+HR) && (hctr_d<=HD+HR+HRet-1) ) hsync_d=0;   
		if( (vctr_d>=VD+VB) && (vctr_d<=VD+VB+VRet-1) ) vsync_d=0;  
	end
		assign vsync=vsync_q;
		assign hsync=hsync_q;
		assign pixel_x=hctr_q;
		assign pixel_y=vctr_q;
endmodule
==> impl_metrics.toml <==
# flow metrics
[logic_synthesis]
ys_ff = 27
syn_area_per_cell_um2 = 10.0
ys_warn_count = 2
flop_cell = "dfrtn_1"
synth_async_sr_flop_share = 0.963
ys_seq_frac = 0.402
yosys_area_um2 = 1670
netlist_area_um2 = 1670
synth_cell_types = 54
edf_count = 0
yosysCellCount = 166
syn-instance-count = 166

[routing]
post-route-drc-count = 0
wire_per_inst_um = 13.4
first_pass_iters = 4
drt_wl_total_um = 3940
insertedDiodeCount = 0
drtIter0Drc = 124
ant_nets = 0
vias_per_cell = 4.35
vias = 1278

[power_and_ir_drop]
ir_worst_vdd_mv = 0.130
leakage_nw = 0.786
powerDensity_nw_per_um2 = 25.8

[setup_path]
cp_top_family = "flip-flops"
critPathMaxFanout = 2
crit-reg2reg-launch = "pcount"
cp_cell_sequence = "inv_1"
critPathSlowestCell = "dfxtp_1"
r2r_end = "pcount"
worstSetupStartpointType = "flip-flop"
worstPathArrival_ps = 340
worstPathRequired_ps = 1190
worstRegToRegCells = 1
cp-startpoint = "pcount"
path_class = "reg -> reg"
end_kind = "flip-flop"
cp_num_cells = 1
ff2ff_setup_slack_ps = 850
cp_num_buf_inv = 1
slowest_delay_ps = 300

[sta]
relSlewSlack = 0.597
min_period_ps = 450
untimed_endpoints = 53
fin_crit_sh = 0.346
finalSetupViolations = 0
timing.setup.tns_ps = 0
max_freq_mhz = 2220
clock_skew_ps = 0
worst_slew_pin_slew_ps = 596
rsz0062_at_grt = "false"
unclocked_regs = 26
hold_viol_final = 0
slew_viol_final = 0

[final_layout]
layoutNonFillerInstCount = 294
area_delta_synth_final_pct = 19.4
drive_above_1_share = 0.0591
layout_top_cells = "clkdlybuf4s50_1 (28), dfrtn_1 (26), nor2_1 (14), xnor2_1 (11)"
mostFrequentLayoutCell = "clkdlybuf4s50_1"
post-route-util = 0.229

[place]
io_buffers = 28
dp_cells = 294
gp_congestion = 0.884
place_hpwl_um = 3050

[worst_hold_path]
min_to = "pcount"
min_path_type = "reg -> reg"
worstHoldStart = "pcount"
hold_depth = 1

[clock_network]
post_cts_buffers = 0
insertion_delay_ps = 0
hold_buffers = 0
ctsResizeCount = 0
clkTransAtPathRegs_ps = 0

[floorplan]
placement_rows = 34
dieHeight_um = 114
die_area_um2 = 13000
fp_util = 0.192
die_width_um = 114
core_um2 = 8680
ioPinCount = 29

[job]
drv_cap = 0
tool_warnings = 29

[grt]
antenna_found_initial = 0
gr-total-overflow = 0
grt_pass1_wl_um = 6760
grt_pass1_vias = 1279
grt_use_total = 0.0604
grt_max_degree = 27

[run_status]
status = "finished clean"
Yosys cell counts, drive strengths merged, types with 6 or more instances:
cell	instances	area, um^2
nand4	8	50.1
nor2	14	52.6
nand3	9	45.0
xnor2	11	96.3
inv	7	26.3
nor3b	6	45.0
and4	6	53.8
dfrtn	26	651
xor2	9	78.8
nand2	7	26.3
per-layer routing:
layer  routed length [um]  GRT usage  up-vias
met5                    0          0        -
met4                    0          0        0
met3                  131    0.00691        0
met2                 1840     0.0983       19
met1                 1980     0.0897      612
li1                     -          -      647
kinds of logic after synthesis:
group | Yosys count | synth area share
simple gates | 76 | 0.292
flops | 27 | 0.402
compound gates | 22 | 0.0923
xor+xnor | 20 | 0.105
buf+inv | 17 | 0.0796
fa+ha+maj | 3 | 0.0225
mux | 1 | 0.00601
cell type report:
type | count | area [um^2]
fillers | 990 | 6690
repair buffers | 30 | 295
inverters | 7 | 26.3
flip-flops and latches | 27 | 671
well taps | 108 | 135
multi-input cells | 122 | 863
power breakdown:
group / internal (mW) / switching (mW) / total, mW / leakage, nW
registers: 0.0312 / 0 / 0.0312 / 0.353
logic: 0.00460 / 0.0157 / 0.0203 / 0.433
clock network: 0 / 0 / 0 / 0
worst max-delay path by stage:
stage	endpoint	slack, ps
6_report	pcount	850
4_1_cts	pcount	850
5_1_grt	pcount	830
registers in the layout (all words and copies together) (netlist names):
name / cells
hctr_q: 12
vsync_q: 1
vctr_q: 12
pcount: 1
hsync_q: 1
metrics by stage:
stage | instance area, um^2 | hold slack (ps) | worst slack, ps | power (mW)
6_report | 1990 | 361 | 850 | 0.0514
5_1_grt | 1990 | 380 | 826 | 0.0556
3_3_place_gp | 1990 | 364 | 846 | 0.0532
2_1_floorplan | 1670 | 555 | 505 | 0.0314
3_5_place_dp | 1990 | 363 | 848 | 0.0536
4_1_cts | 1990 | 364 | 848 | 0.0537
Power and IR drop assume default switching activity.
