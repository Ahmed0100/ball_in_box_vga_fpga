[design/flow/design.v]
module ball_in_box
(
	input clk,reset_n,
	input video_on,
	input [1:0] key,
	input [11:0] pixel_x,pixel_y,
	output reg [2:0] rgb
);
	 localparam LWALL_XL=187,  
					LWALL_XR=192,  
					LWALL_YT=107,  
					LWALL_YB=373,  
					RWALL_XL=447,  
					RWALL_XR=452,  
					RWALL_YT=107,  
					RWALL_YB=372,  
					TWALL_XL=187,  
					TWALL_XR=452,  
					TWALL_YT=107,  
					TWALL_YB=112,  
					BWALL_XL=187,  
					BWALL_XR=452,  
					BWALL_YT=367,  
					BWALL_YB=372,  
					BALL_DIAM=7;  
reg [4:0] ball_v[3:0];
reg [1:0] ball_v_reg,ball_v_next;
initial
begin
	ball_v[0] = 5'd1;
	ball_v[1] = 5'd5;
	ball_v[2] = 5'd10;
	ball_v[3]= 5'd20;
end
wire lwall_on,rwall_on,twall_on,bwall_on,ball_box;
wire key_0_tick,key_1_tick;
reg [2:0] lwall_reg,lwall_next,rwall_reg,rwall_next,
bwall_reg,bwall_next,twall_reg,twall_next;
reg ball_on;
reg [2:0] rom_addr;
reg [7:0] rom_data;
reg [9:0] ball_x_reg=280,ball_x_next;
reg [9:0] ball_y_reg=200, ball_y_next;
reg ball_x_delta_reg,ball_x_delta_next;
reg ball_y_delta_reg,ball_y_delta_next;
assign lwall_on= LWALL_XL<=pixel_x && pixel_x<=LWALL_XR && LWALL_YT<=pixel_y && pixel_y<=LWALL_YB;
assign rwall_on= RWALL_XL<=pixel_x && pixel_x<=RWALL_XR && RWALL_YT<=pixel_y && pixel_y<=RWALL_YB;
assign twall_on= TWALL_XL<=pixel_x && pixel_x<TWALL_XR && TWALL_YT<=pixel_y && pixel_y<=TWALL_YB;
assign bwall_on= BWALL_XL<=pixel_x && pixel_x<BWALL_XR && BWALL_YT<=pixel_y && pixel_y<=BWALL_YB;
assign ball_box= ball_x_reg<=pixel_x && pixel_x<=(ball_x_reg+BALL_DIAM) &&  ball_y_reg<=pixel_y && pixel_y<=(ball_y_reg+BALL_DIAM);
always @*
begin
	rom_addr=0;
	ball_on=0;
	if(ball_box)
	begin
		rom_addr = pixel_y - ball_y_reg;
		if(rom_data[pixel_x-ball_x_reg]) ball_on = 1;
	end
end
always @* begin
	case(rom_addr)
			3'd0: rom_data=8'b0001_1000;
			3'd1: rom_data=8'b0011_1100;
			3'd2: rom_data=8'b0111_1110;
			3'd3: rom_data=8'b1111_1111;
			3'd4: rom_data=8'b1111_1111;
			3'd5: rom_data=8'b0111_1110;
			3'd6: rom_data=8'b0011_1100;
			3'd7: rom_data=8'b0001_1000;
	endcase
end
always @(posedge clk or negedge reset_n)
begin
	if(~reset_n)
	begin
		ball_x_reg <= 320;
		ball_y_reg <= 240;
		ball_x_delta_reg <= 0;
		ball_y_delta_reg <= 0;
		lwall_reg <= 0;
		rwall_reg <= 0;
		twall_reg <= 0;
		bwall_reg <= 0;
		ball_x_reg<=0;
	end
	else
	begin
			ball_x_reg<=ball_x_next;
			ball_y_reg<=ball_y_next;
			ball_x_delta_reg<=ball_x_delta_next;
			ball_y_delta_reg<=ball_y_delta_next;
			lwall_reg<=lwall_next;
			rwall_reg<=rwall_next;
			twall_reg<=twall_next;
			bwall_reg<=bwall_next;
			ball_v_reg<=ball_v_next;
	end
end
always @(*)
begin
	ball_x_next = ball_x_reg;
	ball_y_next = ball_y_reg;
	ball_x_delta_next = ball_x_delta_reg;
	ball_y_delta_next = ball_y_delta_reg;
	lwall_next = lwall_reg;
	rwall_next = rwall_reg;
	twall_next = twall_reg;
	bwall_next = bwall_reg;
	ball_v_next = ball_v_reg;
	if(key_0_tick)
	begin
		ball_x_next = pixel_x;
		ball_y_next = pixel_y;
	end
	else if(pixel_y ==500 && pixel_x == 0)
	begin
		lwall_next = 3'b010;
		rwall_next = 3'b010;
		twall_next = 3'b010;
		bwall_next = 3'b010;
		if(ball_x_reg <= LWALL_XR)
		begin
			ball_x_delta_next = 1;
			lwall_next = 3'b100;
		end
		else if(ball_x_reg + BALL_DIAM >= RWALL_XL)
		begin
			ball_x_delta_next  = 0;
			rwall_next = 3'b001;
		end
		if(ball_y_reg<= TWALL_YB)
		begin
			ball_y_delta_next = 1;
			twall_next = 3'b100;
		end
		else if(ball_y_reg + BALL_DIAM >= BWALL_YT)
		begin
			ball_y_delta_next = 0;
			bwall_next = 3'b001;
		end
		ball_x_next = (ball_x_delta_next)? ball_x_reg + ball_v[ball_v_reg]: ball_x_reg - ball_v[ball_v_reg];
		ball_y_next = (ball_y_delta_next)? ball_y_reg + ball_v[ball_v_reg]: ball_y_reg - ball_v[ball_v_reg];
	end
	if(key_1_tick)
		ball_v_next = ball_v_reg + 1;
end
always @*
begin
	rgb=0;
	if(video_on)
	begin
		if(ball_on) 
			rgb = 3'b100;
		else if(rwall_on)
			rgb= rwall_reg;
		else if(lwall_on)
			rgb = lwall_reg;
		else if(twall_on)
			rgb = twall_reg;
		else if(bwall_on)
			rgb = bwall_reg;
		else if(LWALL_XR<=pixel_x && pixel_x<=RWALL_XL && TWALL_YB<=pixel_y && pixel_y<=BWALL_YT)
			rgb=3'b110;
		else
			rgb=3'b111;
	end
end
db_fsm inst0
(
	.clk(clk),
	.reset_n(reset_n),
	.sw(key[0]),
	.db_level(),
	.db_tick(key_0_tick)
);
db_fsm inst1
(
	.clk(clk),
	.reset_n(reset_n),
	.sw(key[1]),
	.db_level(),
	.db_tick(key_1_tick)
);
endmodule
`timescale 1ns / 1ps
module db_fsm(
	input clk,reset_n,
	input sw,
	output reg db_level,db_tick
    );
	 localparam[1:0]  idle=2'b00,
							delay0=2'b01,
							one=2'b10,
							delay1=2'b11;
	 localparam N=21;  
	 reg[1:0] state_reg,state_nxt;
	 reg[N-1:0] timer_reg,timer_nxt;
	 reg timer_zero,timer_inc,timer_tick;  
	 always @(posedge clk,negedge reset_n) begin
		if(!reset_n) begin
			state_reg<=idle;
			timer_reg<=0;
		end
		else begin
			state_reg<=state_nxt;
			timer_reg<=timer_nxt;
		end
	 end
	 always @* begin
		state_nxt=state_reg;
		timer_zero=0;
		timer_inc=0;
		db_tick=0;
		db_level=0;       
		case(state_reg)
			  idle: if(sw==1) begin
							timer_zero=1;  
							state_nxt=delay0;
					  end
			delay0: if(sw==1) begin
							timer_inc=1; 
							if(timer_tick) begin  
								state_nxt=one; 
								db_tick=1;
							end
					  end
					  else state_nxt=idle;
		      one: begin
							db_level=1;
							if(sw==0) begin
								timer_zero=1;   
								state_nxt=delay1;
							end
					  end
		   delay1: begin
							db_level=1;
							if(sw==0) begin
								timer_inc=1;
								if(timer_tick)  
									state_nxt=idle;
							end
							else state_nxt=one;
					   end
			 default: state_nxt=idle;
			endcase					
		end
		always @* begin
			timer_nxt=timer_reg;
			if(timer_zero) timer_nxt=0;  
			else if(timer_inc) timer_nxt=timer_reg+1;  
			timer_tick=(timer_reg=={N{1'b1}})?1:0;  
		end
endmodule
[design/flow/run.sh]
#!/bin/bash
# OpenROAD 26Q1-2900-gdf79404cd8, Yosys 0.63+post, stock flow scripts
make -C /OpenROAD-flow-scripts/flow DESIGN_CONFIG=/design/flow/config.mk WORK_HOME=/design/flow/orfs finish
[design/flow/config.mk]
export PLATFORM = sky130hd
export DESIGN_NAME = ball_in_box
export DESIGN_NICKNAME = ball_in_box
export VERILOG_FILES = /design/flow/design.v
export SDC_FILE = /design/flow/constraint.sdc
export NUM_CORES = 4
export LEC_CHECK = 1
export CORE_UTILIZATION = 30
[design/flow/constraint.sdc]
current_design ball_in_box

set clk_period 6.0
set clk_io_pct 0.2

create_clock -name clk0 -period $clk_period [get_ports {clk}]

set non_clock_inputs [all_inputs -no_clocks]
set_input_delay [expr $clk_period * $clk_io_pct] -clock clk0 $non_clock_inputs
set_output_delay [expr $clk_period * $clk_io_pct] -clock clk0 [all_outputs]
==> flow_results.org <==
#+TITLE: Synthesis and PnR summary

** Run status
- The run finished with clean final reports.

** Power and ir drop
- Standby leakage power :: 3.39 nW
- P_sw :: roughly 0.35 mW
- Clock network power share :: between 40 and 50%
- Design internal power :: slightly below 1 mW
- Part of the total power dissipated in combinational logic :: 12.7%
- Maximum VDD drop :: roughly 120 µV
- The script computed a power per unit cell area of about 170 nW/µm².
- The power report attributes to the sequential group a share of a little under half.
- Net switching fraction of the power :: between 20% and 30%

** Place
- In this run the cell area measured after placement is 7510 µm².
- RePlAce ended its routability-driven mode at a weighted congestion of 0.901.
- HPWL after DPL :: between 10000 and 15000 µm
- The buffer_ports step reported a buffer count of 31.

** Synth
- Synthesized chip area reported by yosys :: approximately 6900 µm²
- For this run, the register share of the synthesized area comes to between 30% and 40%.
- Post-Syn Instances :: a little over 800
- The synthesized netlist occupies a cell area of just under 7000 µm².
- Average footprint of a synthesized cell :: around 8.5 µm²
- Top cells by area in the synthesized netlist :: sky130_fd_sc_hd__dfrtp_1 (27%), sky130_fd_sc_hd__ha_1 (12%), sky130_fd_sc_hd__nor2_1 (6.2%)
- Number of flops mapped to enable cells by yosys :: 2
- In the synthesized netlist the async set-or-reset flop fraction comes to 93.0%.
- In this run the biggest area consumer among cell types represents between 20% and 30% of the synthesized area.
- Number of cells in the yosys synthesis report :: about 800
- Synthesis instantiated about 70 different standard cells from the library.
- The cell type that accounts for the most area after synthesis is sky130_fd_sc_hd__dfrtp_1.
- Warnings reported by Yosys during synthesis add up to 2.
- Per the synth stats, the flop cell with the highest instance count is sky130_fd_sc_hd__dfrtp_1.
- The synthesized design contains between 80 and 90 register bits.

** Setup path
- End of the worst register-to-register path :: ball_x_reg[9]
- In this design, the critical path's most frequently occurring cell is sky130_fd_sc_hd__clkdlybuf4s50_1.
- Slowest library cell on the worst path :: sky130_fd_sc_hd__clkdlybuf4s50_1
- Worst setup path class :: in2out
- Data arrival, critical path :: 4260 ps
- Startpoint of the worst-slack reg-to-reg timing path :: ball_x_reg[1]
- The timing report gives the biggest stage delay along the critical path as between 600 and 700 ps.
- Dominant delay contributor by cell family on the critical path :: buffers and inverters
- Type of element capturing the critical path :: primary output
- Critical path buffers and inverters :: 3
- STA shows the worst reg2reg path with a cell count of 18.
- STA reports a reg2reg setup slack of about 800 ps.
- Crit-path max FO :: 6
- The critical path endpoint has a required time of ~4800 ps.
- Per STA, the worst path is made up of clkdlybuf4s50_1 -> inv_1 -> ha_1 -> fa_1 -> xnor2_1 -> xor2_1 -> o32a_1 -> o2111ai_1 -> o211a_1 -> o211ai_1 -> a21boi_0 -> clkdlybuf4s50_1.
- STA classifies the critical path startpoint as an input pin.
- Startpoint of the most critical setup path :: pixel_y[0]

** CTS
- H-tree depth :: 3
- Per the CTS log, the root buffer master is sky130_fd_sc_hd__clkbuf_16.
- The number of clock sinks came to approximately 86.
- The number of clock buffers added by TritonCTS is 9.
- In this run the deepest clock path goes through 2 buffers.
- Post-CTS timing repair inserted 0 buffers for setup.
- On the worst setup and hold paths after CTS, the clock-pin slew comes to 60 ps.
- TritonCTS clock tree :: done
- The number of hold buffers added after CTS was 0.
- Post-CTS repair ended up resizing 0 cells.
- Skew-Pair Late Insertion Delay :: 340 ps

** Cells and area
- From synthesis to final layout, the design area changed by 13.0%.
- The final report gives the standard cell area, fillers excluded, as just under 8000 µm².
- Number of filler instances in the final layout :: around 2300
- Layout cell share with drive strength beyond 1 :: 5.83%

** Floorplan
- For this design the top-level I/O count stands at 32.
- Die area :: ~24000 µm²
- Placeable Area :: 22600 µm²
- FP Util :: between 30% and 40%
- Die height :: approximately 150 µm
- According to the floorplan log, the row count is around 55.
- Die span in x :: roughly 150 µm

** Timing
- Across all checked pins, the minimum headroom to the slew limit is 60.6%.
- For the finished layout, the period the worst path requires is between 5000 and 6000 ps.
- Setup repair after global routing missed its margin :: no
- The final timing report counts setup violations totalling 0.
- The clock arrives with 9.99 ps of skew.
- Max Clock Freq :: 183 MHz
- After routing, the total negative slack on setup checks comes to 0 ps.
- For reference, the final report shows the hold violation count at 0.
- Final Max Slew Viols :: 0
- The pin closest to its max-slew limit shows a slew of just under 600 ps.
- Period utilization :: 91.0%

** Detailed routing
- The first routing iteration left around 360 violations.
- Via Count :: about 5700
- Wires add up to 15700 µm.
- WL per Instance :: about 14 µm
- Residual DRC :: 0
- Remaining antenna violation count :: 0
- The first detailed-routing pass took 5 iterations.
- Dividing the detail-routed via count by the number of cells gives 5.07.
- The routed design ends up with an antenna cell count of 0.

** Global route
- Total global-route track usage over all layers is about 14%.
- Total grt overflow :: 0
- Entering global routing, the biggest net connects roughly 44 pins.
- First-pass GRT wire length :: 26100 µm
- The number of global-route vias before repair was around 5300.
- Number of antenna violations at the first check in global routing :: 0

** Hold path
- For hold timing, the worst endpoint is lwall_reg[2].
- In this run the worst hold path is classified as reg2reg.
- Count of cells along the worst hold path :: 1
- The launch point of the worst min-delay path is recorded as lwall_reg[2].

** Run
- Summing over the stages, the warning tally comes to 31.
- Max Cap Viol :: 0
through the flow:
step,instances,hold slack [ps],setup slack [ps],power (mW),utilization [%]
2_1_floorplan,811,444,1670,0.729,-
3_3_place_gp,1111,462,543,0.796,33.3
3_5_place_dp,1111,477,500,0.797,33.3
4_1_cts,1126,491,497,1.33,34.5
5_1_grt,1126,525,201,1.37,34.5
6_report,1126,489,537,1.31,34.5
cell usage after synthesis (19+ instances only):
master                    number
sky130_fd_sc_hd__nor2_1      113
sky130_fd_sc_hd__dfrtp_1      74
sky130_fd_sc_hd__a21oi_1      72
sky130_fd_sc_hd__ha_1         68
sky130_fd_sc_hd__inv_1        52
sky130_fd_sc_hd__xor2_1       44
sky130_fd_sc_hd__nand2_1      38
sky130_fd_sc_hd__o21ai_0      35
sky130_fd_sc_hd__xnor2_1      28
sky130_fd_sc_hd__nand3_1      27
sky130_fd_sc_hd__nor3_1       23
sky130_fd_sc_hd__or3_1        19
how the worst max path moves through the flow:
stage / endpoint / slack, ps / depth (start not counted)
5_1_grt: ball_x_reg[9] / 200 / 18
6_report: rgb[2] / 540 / 12
4_1_cts: rgb[2] / 500 / 12
cell usage in the layout (no fill, tap or decap), types with 17 or more instances in the layout:
cell,netlist,layout
sky130_fd_sc_hd__nor2_1,113,113
sky130_fd_sc_hd__dfrtp_1,74,74
sky130_fd_sc_hd__a21oi_1,72,72
sky130_fd_sc_hd__ha_1,68,68
sky130_fd_sc_hd__inv_1,52,52
sky130_fd_sc_hd__xor2_1,44,44
sky130_fd_sc_hd__nand2_1,38,38
sky130_fd_sc_hd__o21ai_0,35,35
sky130_fd_sc_hd__clkdlybuf4s50_1,0,30
sky130_fd_sc_hd__xnor2_1,28,28
sky130_fd_sc_hd__nand3_1,27,27
sky130_fd_sc_hd__nor3_1,23,23
sky130_fd_sc_hd__or3_1,19,19
sky130_fd_sc_hd__nand4_1,17,17
area by class of cell:
type	count	area [µm²]	area share, %
Timing Repair Buffer	37	353	4.53
Inverter	52	195	2.51
Clock inverter	4	32.5	0.418
Clock buffer	11	243	3.12
Sequential cell	86	2150	27.6
Multi-Input combinational cell	651	4460	57.2
Tap cell	285	357	4.58
cell families (layout without fill, tap and decap cells):
kind of cell,after synthesis,in the layout,share of synthesized area (%)
flops,86,86,31.2
buf+inv,74,104,4.16
compound gates,172,172,15.3
simple gates,310,310,22.9
fa+ha+maj,73,73,13.7
xor+xnor,72,72,9.15
mux,24,24,3.72
routing by layer:
metal / vias to the layer above / track usage, % / wire length [µm]
met1: 2640 / 21.7 / 8030
li1: 2959 / - / -
met4: 0 / 1.10 / 123
met2: 104 / 20.7 / 6780
met5: - / 0 / 0
met3: 11 / 2.78 / 775
power groups by stage:
stage / registers, mW / logic, mW / clock network [mW]
4_1_cts: 0.618 / 0.168 / 0.548
5_1_grt: 0.620 / 0.188 / 0.566
6_report: 0.618 / 0.166 / 0.524
No activity file was given, so power comes from the tool's default toggle rates.
